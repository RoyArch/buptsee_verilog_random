$ cat flow/design.v
module ads7816(input data,          
                 input clk,         
                 input rst,         
                 input convert,     
                 output  flag,   
                 output wire dclock, 
                 output reg cs,     
                 output reg[11:0]ad_out);  
parameter count_end_time=4'd13;
  assign dclock=clk;
  reg temp_convert;
  always@(posedge clk or posedge rst)
  begin
    if(rst)
      cs<=1;
    else
    begin
      if(temp_convert!=convert)
        cs<=0; 
      else if(clk_count==count_end_time)
        cs<=1; 
      temp_convert<=convert;
    end
  end
  reg [3:0]clk_count;
  always@(posedge clk or posedge rst)
  begin
    if(rst)
      clk_count<=4'b0;
    else if(clk_count==count_end_time)
      clk_count<=4'd0;
    else if(cs==0)
      clk_count<=clk_count+4'b1;
  end
 always@(posedge clk or posedge rst)
 begin
   if(rst)
   begin
     ad_out<=12'h0;
   end
   else if(cs==0)
     ad_out<={ad_out[10:0],data};
 end
assign flag=cs;
endmodule
module btnStable(input wire btnIn,
                   input wire clk,
                   output reg btnOut);
  reg [14:0] timeCount;
  reg temp;
   always@(posedge clk)
   begin
     if(timeCount==15'b0)
     begin
       if(temp!=btnIn)
         btnOut=~btnOut;
       timeCount<=15'b11111111111111;
     end
     else
     begin
	  if(timeCount!=15'b0)
       timeCount<=timeCount-15'b1;
     end
     temp<=btnIn;
  end
endmodule
module seg(input clk,
             input rst,
             input [11:0] num, 
             output wire [7:0] disp,
             output reg [7:0]select);
  reg [3:0]oneNum;
  assign dot=1'b0;
  segDecoder oneseg(
               .dot(dot),
               .num(oneNum),
               .disp(disp)
             );
  always@(posedge clk or posedge rst)
  begin
    if(rst)
      select<=8'b11111111;
    else
    begin
      case(select)
        8'b11111111:
          select<=8'b11110111;
        8'b11110111:
          select<=8'b11111011;
        8'b11111011:
          select<=8'b11111101;
        8'b11111101:
          select<=8'b11110111;
        default:
          select<=8'b11111111;
      endcase
    end
  end
  reg [1:0]cntNum;
  always@(posedge clk or posedge rst)
  begin
    if(rst)
    begin
      cntNum<=2'b0;
    end
    else
    begin
      case(cntNum)
        2'd0:
          cntNum<=2'd1;
        2'd1:
          cntNum<=2'd2;
        2'd2:
          cntNum<=2'd3;
        2'd3:
          cntNum<=2'd1;
      endcase
    end
  end
  always@(*)
  begin
    case(cntNum)
      2'd0:
        oneNum=4'b0;
      2'd1:
        oneNum=num[11:8];
      2'd2:
        oneNum=num[7:4];
      2'd3:
        oneNum=num[3:0];
    endcase
  end
endmodule
module segDecoder(input [3:0] num,
                  input dot,
                  output reg [7:0] disp);
always @(num or dot) begin
    case(num)
        4'd0:disp[7:1]    = 7'b1111110;
        4'd1:disp[7:1]    = 7'b0110000;
        4'd2:disp[7:1]    = 7'b1101101;
        4'd3:disp[7:1]    = 7'b1111001;
        4'd4:disp[7:1]    = 7'b0110011;
        4'd5:disp[7:1]    = 7'b1011011;
        4'd6:disp[7:1]    = 7'b1011111;
        4'd7:disp[7:1]    = 7'b1110000;
        4'd8:disp[7:1]    = 7'b1111111;
        4'd9:disp[7:1]    = 7'b1111011;
        default:disp[7:1] = 7'b0000000;
    endcase
    if (dot) disp[0] = 1'b1;
    else disp[0]     = 1'b0;
end
endmodule
module toplayer(input clk,
                  input rst_btn,
                  input data,
                  output dclock,
                  output cs,
                  output [7:0]disp,
                  output [7:0]select);
wire rst;
wire [11:0]num_dilivery;
wire convert_dilivery;
wire flag_dilivery;
wire [11:0]ad_dilivery;
btnStable btn(
.btnIn(rst_btn),
.clk(clk),
.btnOut(rst)
);
seg three_segs(
.clk(clk),
.rst(rst),
.disp(disp),
.select(select),
.num(num_dilivery)
);
ads7816 adc(
    .data(data),
    .clk(clk),
    .rst(rst),
    .convert(convert_dilivery),
    .flag(flag_dilivery),
    .dclock(dclock),
    .cs(cs),
    .ad_out(ad_dilivery)
);
twoseconds ctrl(
    .clk(clk),
    .ad(ad_dilivery),
    .flag(flag_dilivery),
    .convert(convert_dilivery),
    .num(num_dilivery)
);
endmodule
module twoseconds(input clk,
                    input rst,
                    input [11:0]ad, 
                    input flag, 
                    output reg convert, 
                    output reg [11:0]num 
                   );
  parameter cnt_top=21'd1999999;
  reg [20:0]cnt;
  always@(posedge clk or posedge rst)
  begin
    if(rst)
      cnt<=0;
    else if(cnt==cnt_top)
      cnt<=0;
    else
      cnt<=cnt+21'b1;
  end
  reg flag_catch;
  reg read_permission;
  always@(posedge clk or posedge rst)
  begin
    if(rst)
      flag_catch<=0;
    else
      flag_catch<=flag;
  end
  always@(posedge clk or posedge rst)
  begin
    if(rst)
      read_permission<=0;
    else if(flag_catch!=flag && flag)
      read_permission<=1;
    else
      read_permission<=0;
  end
  reg[4:0] convert_cnt;
  always@(posedge clk or posedge rst)
  begin
    if(rst)
    begin
      convert_cnt<=5'b0;
    end
    else if(convert_cnt!=5'b11111)
      convert_cnt<=convert_cnt+5'b1;
    else
      convert_cnt<=0;
  end
  always@(*)
  begin
    if(convert_cnt==5'b11111)
      convert=1;
    else
      convert=0;
  end
  reg [3:0]num_temp;
  reg [1:0]one_num_flag;
  always@(posedge clk or posedge rst)
  begin
    if(rst)
    begin
      num_temp<=4'b0;
      one_num_flag<=2'b0;
    end
    else if(read_permission)
    begin
      num_temp<={num_temp[2:0],ad[0]};
      if(one_num_flag==2'b11)
        one_num_flag<=2'b00;
      else
        one_num_flag<=one_num_flag+2'b1;
    end
  end
  reg [11:0]num_temp_3;
  reg write_permission;
  reg [1:0]one_num_flag_catch;
  always@(posedge clk or posedge rst)
  begin
    if(rst)
      one_num_flag_catch<=2'b0;
    else
      one_num_flag_catch<=one_num_flag;
  end
  always@(posedge clk or posedge rst)
  begin
    if(rst)
    begin
      write_permission<=0;
    end
    else
    begin
      if(one_num_flag_catch==2'b11 && one_num_flag==2'b00)
        write_permission<=1;
      else
        write_permission<=0;
    end
  end
  always@(posedge clk or posedge rst)
  begin
    if(rst)
      num_temp_3<=12'b0;
    else if(write_permission && num_temp<=4'd9)
      num_temp_3[11:0]<={num_temp_3[7:0],num_temp[3:0]};
  end
  always@(posedge clk or posedge rst)
  begin
    if(rst)
      num=12'b0;
    else
    begin
      if(cnt==cnt_top)
        num[11:0]<=num_temp_3[11:0];
    end
  end
endmodule
$ cat flow/run.sh
#!/bin/bash
# OpenROAD 26Q1-2900-gdf79404cd8, Yosys 0.63+post, stock flow scripts
make -C /OpenROAD-flow-scripts/flow DESIGN_CONFIG=/design/flow/config.mk WORK_HOME=/design/flow/orfs finish
$ cat flow/config.mk
export PLATFORM = sky130hd
export DESIGN_NAME = toplayer
export DESIGN_NICKNAME = toplayer
export VERILOG_FILES = /design/flow/design.v
export SDC_FILE = /design/flow/constraint.sdc
export NUM_CORES = 4
export LEC_CHECK = 1
export CORE_AREA = 10 10 74 74
export DIE_AREA = 0 0 84 84
$ cat flow/constraint.sdc
current_design toplayer

set clk_period 1.0
set clk_io_pct 0.2

create_clock -name clk0 -period $clk_period [get_ports {clk}]

set non_clock_inputs [all_inputs -no_clocks]
set_input_delay [expr $clk_period * $clk_io_pct] -clock clk0 $non_clock_inputs
set_output_delay [expr $clk_period * $clk_io_pct] -clock clk0 [all_outputs]
==> impl_metrics.xml <==
<?xml version="1.0" encoding="UTF-8"?>
<metrics>
  <group name="cts">
    <metric name="cts.hold.buffers_added" unit="">0</metric>
    <metric name="clock_insertion_delay_worst_skew" unit="ns">0.36</metric>
    <metric name="cts_tree" unit="">done</metric>
    <metric name="path_clk_slew" unit="ns">0.07</metric>
  </group>
  <group name="global_routing">
    <metric name="grt_util_all_layers" unit="%">5.83</metric>
    <metric name="grt_antenna_before_repair" unit="">0</metric>
    <metric name="globalRoute.totalOverflow" unit="">0</metric>
    <metric name="number_of_global_route_vias_before_repair" unit="">807</metric>
    <metric name="grt_start_max_net_pins" unit="">12</metric>
    <metric name="grt_pass1_wl" unit="um">3560</metric>
  </group>
  <group name="synthesis">
    <metric name="avgSynthCellArea" unit="um^2">9.81</metric>
    <metric name="post_synth_num_cell_types" unit="">32</metric>
    <metric name="synth.yosys.chip_area" unit="um^2">971</metric>
    <metric name="yosysWarnings" unit="">7</metric>
    <metric name="postSynthSeqShare" unit="%">44.2</metric>
    <metric name="post_synth_tally_of_flip_flops_with_integrated_enable" unit="">1</metric>
    <metric name="async_reset_ff_share" unit="%">15.0</metric>
    <metric name="numSynthFlops" unit="">20</metric>
    <metric name="postSynth.topFlopCell" unit="">sky130_fd_sc_hd__dfxtp_1</metric>
    <metric name="syn_inst" unit="">99</metric>
    <metric name="mappedNetlistArea" unit="um^2">971</metric>
    <metric name="yosys_stat_cell_total" unit="">99</metric>
  </group>
  <group name="sta">
    <metric name="layout_setup_ws" unit="ns">-0.380</metric>
    <metric name="finalHoldViolations" unit="">0</metric>
    <metric name="clock_skew" unit="ns">0.00522</metric>
    <metric name="setup_repair_after_global_routing_missed_its_margin" unit="">true</metric>
    <metric name="period_needed" unit="ns">1.38</metric>
    <metric name="final-setup-viol-count" unit="">19</metric>
    <metric name="timing_max_transition_violations_final" unit="">0</metric>
    <metric name="fmax" unit="MHz">725</metric>
    <metric name="fin_crit_sh" unit="%">138</metric>
  </group>
  <group name="power_and_ir_drop">
    <metric name="register_share_of_total_power" unit="%">47.4</metric>
    <metric name="total_leakage_power" unit="nW">0.692</metric>
    <metric name="report.power.total" unit="mW">1.72</metric>
    <metric name="clockPowerShare" unit="%">51.4</metric>
    <metric name="vdd_drop_max" unit="uV">633</metric>
    <metric name="swShare" unit="%">17.8</metric>
    <metric name="net-switching-power" unit="mW">0.307</metric>
    <metric name="combinationalPowerShare" unit="%">1.2</metric>
    <metric name="internal_power" unit="mW">1.41</metric>
    <metric name="pwr_density_cell" unit="nW/um^2">1170</metric>
  </group>
  <group name="worst_setup_path">
    <metric name="worst-path-buf-inv" unit="">1</metric>
    <metric name="critical_path.max_stage_delay" unit="ns">0.32</metric>
    <metric name="cp_max_fo" unit="">6</metric>
    <metric name="cp-start-kind" unit="">flip-flop</metric>
    <metric name="critical_path.endpoint_type" unit="">flip-flop</metric>
    <metric name="critical-path-top-delay-family" unit="">simple AND/OR/NAND/NOR gates</metric>
    <metric name="critical_path_type" unit="">reg -&gt; reg</metric>
    <metric name="critical_path.slowest_cell" unit="">sky130_fd_sc_hd__dfxtp_1</metric>
    <metric name="cp_data_arrival_time" unit="ns">1.68</metric>
    <metric name="crit_chain" unit="">or2_4 -&gt; nor4_4 -&gt; nand2_4 -&gt; bufbuf_16 -&gt; nand2_1</metric>
    <metric name="cp_data_required_time" unit="ns">1.30</metric>
  </group>
  <group name="detailed_routing">
    <metric name="wl_per_cell" unit="um">10.9</metric>
    <metric name="vias" unit="">796</metric>
    <metric name="dr.first_iter.drc_count" unit="">50</metric>
    <metric name="antenna_violating_nets_post_route" unit="">0</metric>
    <metric name="detailedRoute.firstPassIterationCount" unit="">4</metric>
    <metric name="drc" unit="">0</metric>
    <metric name="postRouteWirelength" unit="um">2110</metric>
    <metric name="n_antenna_cell" unit="">0</metric>
    <metric name="detail_route.vias_per_cell" unit="">4.12</metric>
  </group>
  <group name="floorplanning">
    <metric name="die_w" unit="um">84</metric>
    <metric name="row_count" unit="">23</metric>
    <metric name="initial_core_util" unit="%">24.4</metric>
    <metric name="design.portCount" unit="">21</metric>
    <metric name="die_y" unit="um">84</metric>
    <metric name="coreArea" unit="um^2">3970</metric>
    <metric name="overall_chip_area" unit="um^2">7060</metric>
  </group>
  <group name="placed_design">
    <metric name="gp_routability_congestion" unit="">0.788</metric>
    <metric name="placed_cells" unit="">179</metric>
    <metric name="port_buffer_count" unit="">5</metric>
    <metric name="post-dp-hpwl" unit="um">1440</metric>
  </group>
  <group name="final_layout">
    <metric name="synthToLayoutAreaGrowth" unit="%">51.3</metric>
    <metric name="layout_cell_share_with_drive_strength_beyond_1" unit="%">50.3</metric>
    <metric name="post_layout_cell_count" unit="">193</metric>
    <metric name="fillCellCount" unit="">383</metric>
  </group>
  <group name="flow_run">
    <metric name="stage_log_warnings" unit="">31</metric>
    <metric name="drv_cap" unit="">0</metric>
  </group>
  <group name="run_status">
    <metric name="status" unit="">finished with violations</metric>
    <metric name="violations_in_the_final_reports" unit="">setup timing</metric>
  </group>
  <group name="min_path">
    <metric name="hp-class" unit="">reg -&gt; async</metric>
  </group>
</metrics>
==> worst register-to-register path, stage by stage, from the launching register on <==
cell	delay (ns)
sky130_fd_sc_hd__dfxtp_1	0.32
sky130_fd_sc_hd__or2_4	0.26
sky130_fd_sc_hd__nor4_4	0.30
sky130_fd_sc_hd__nand2_4	0.11
sky130_fd_sc_hd__bufbuf_16	0.28
sky130_fd_sc_hd__nand2_1	0.05
==> metal layers <==
layer,up-vias,wire length [um],GRT usage [%]
li1,391,-,-
met1,377,1010,7.70
met2,28,951,8.85
met3,0,148,2.56
met4,0,0,0.609
met5,-,0,0
==> synth_stat cells, types with 2 or more instances <==
library cell | instances | area share [%]
sky130_fd_sc_hd__ha_1 | 2 | 2.6
sky130_fd_sc_hd__inv_1 | 3 | 1.2
sky130_fd_sc_hd__dfstp_2 | 3 | 8.1
sky130_fd_sc_hd__nand3_1 | 4 | 2.1
sky130_fd_sc_hd__xor2_1 | 6 | 5.4
sky130_fd_sc_hd__nand2_1 | 13 | 5.0
sky130_fd_sc_hd__or2_2 | 2 | 1.3
sky130_fd_sc_hd__conb_1 | 2 | 0.77
sky130_fd_sc_hd__nand4b_1 | 2 | 1.8
sky130_fd_sc_hd__nor4_2 | 2 | 2.6
sky130_fd_sc_hd__dfxtp_1 | 16 | 33
sky130_fd_sc_hd__xnor2_1 | 4 | 3.6
sky130_fd_sc_hd__nor2_1 | 4 | 1.5
sky130_fd_sc_hd__nor4_1 | 2 | 1.3
sky130_fd_sc_hd__nand3b_1 | 2 | 1.5
sky130_fd_sc_hd__buf_4 | 15 | 12
sky130_fd_sc_hd__nand4_1 | 2 | 1.3
==> flip-flops by register name, indices dropped and copies added (netlist names) <==
signal,count
btn.timeCount,15
three_segs.select,3
btn.btnOut,1
btn.temp,1
==> layout make-up <==
cell class | count | area [um^2] | area share [%]
clock buffer | 7 | 93.8 | 6.39
inverter | 3 | 11.3 | 0.767
multi-input combinational | 72 | 527 | 35.9
sequential | 20 | 435 | 29.6
tap | 50 | 62.6 | 4.26
timing repair buffer | 41 | 339 | 23.1
==> power by group through the flow <==
stage / registers (mW) / clock network (mW) / logic, mW
4_1_cts: 0.815 / 0.905 / 0.0217
5_1_grt: 0.815 / 0.954 / 0.0277
6_report: 0.815 / 0.884 / 0.0207
==> cell usage in the layout (no fill, tap or decap), types with 2 or more instances in the layout <==
cell type | synthesis | routed
sky130_fd_sc_hd__buf_4 | 15 | 34
sky130_fd_sc_hd__conb_1 | 2 | 14
sky130_fd_sc_hd__nand2_1 | 13 | 13
sky130_fd_sc_hd__dfxtp_1 | 16 | 11
sky130_fd_sc_hd__xor2_1 | 6 | 6
sky130_fd_sc_hd__clkbuf_8 | 0 | 6
sky130_fd_sc_hd__dfxtp_2 | 0 | 5
sky130_fd_sc_hd__nand3_1 | 4 | 4
sky130_fd_sc_hd__nor4_4 | 1 | 3
sky130_fd_sc_hd__xnor2_1 | 4 | 3
sky130_fd_sc_hd__buf_2 | 0 | 3
sky130_fd_sc_hd__dfstp_2 | 3 | 3
sky130_fd_sc_hd__inv_2 | 0 | 2
sky130_fd_sc_hd__nand3b_1 | 2 | 2
sky130_fd_sc_hd__or2_4 | 0 | 2
sky130_fd_sc_hd__nor2_2 | 0 | 2
sky130_fd_sc_hd__nor2_1 | 4 | 2
sky130_fd_sc_hd__nand4b_1 | 2 | 2
sky130_fd_sc_hd__o21ai_1 | 1 | 2
sky130_fd_sc_hd__nand4_1 | 2 | 2
sky130_fd_sc_hd__buf_6 | 1 | 2
==> metrics by stage <==
stage	utilization, %	hold WS, ns	setup TNS (ns)	cell area (um^2)	setup slack (ns)
detailed placement	31.7	0.332	-6.12	1260	-0.418
global placement	31.7	0.327	-5.66	1260	-0.378
CTS	35.9	0.338	-5.89	1430	-0.364
global route	37.0	0.336	-7.51	1470	-0.485
floorplan	-	0.228	-4.17	1050	-0.370
finish	37.0	0.326	-5.88	1470	-0.380
==> repair_timing <==
item | CTS | global route
cloned | 1 | 0
pin swaps | 6 | 3
gates resized | 24 | 3
setup buffers | 3 | 5
endpoints found under the setup margin | 20 | 19
==> cells by family after synthesis <==
group | Yosys count | share of synthesized area, %
and+or+nand+nor | 39 | 25.1
DFF | 20 | 44.2
buffers and inverters | 19 | 13.9
xor gates and xnor gates | 10 | 9.02
AOI/OAI and AO/OA | 7 | 4.38
adders and majority gates | 2 | 2.58
other | 2 | 0.773
==> path summary, 6_finish.rpt <==
check                                  startpoint                    to  depth (start not counted)  slack (ns)
worst max-delay path            btn.timeCount[12]      btn.timeCount[6]                          5       -0.38
worst min register to register         btn.btnOut  three_segs.select[3]                          1        0.33
worst min-delay path                   btn.btnOut  three_segs.select[3]                          1        0.33
max in group asynchronous              btn.btnOut  three_segs.select[2]                          1        0.65
worst max register to register  btn.timeCount[12]      btn.timeCount[6]                          5       -0.38
min in group clk0                         rst_btn              btn.temp                          1        0.34
Power figures rest on the tool's default switching activity, not on a simulated workload.
